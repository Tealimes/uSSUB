### /design/flow/run.sh
#!/bin/bash
# OpenROAD 26Q1-2900-gdf79404cd8, Yosys 0.63+post, stock flow scripts
make -C /OpenROAD-flow-scripts/flow DESIGN_CONFIG=/design/flow/config.mk WORK_HOME=/design/flow/orfs finish
### /design/flow/config.mk
export PLATFORM = sky130hd
export DESIGN_NAME = sobolrng
export DESIGN_NICKNAME = sobolrng
export VERILOG_FILES = /design/flow/design.v
export SDC_FILE = /design/flow/constraint.sdc
export NUM_CORES = 4
export LEC_CHECK = 1
export CORE_AREA = 10 10 93 93
export DIE_AREA = 0 0 103 103
### /design/flow/constraint.sdc
current_design sobolrng

set clk_period 2.9
set clk_io_pct 0.2

create_clock -name clk0 -period $clk_period [get_ports {iClk}]

set non_clock_inputs [all_inputs -no_clocks]
set_input_delay [expr $clk_period * $clk_io_pct] -clock clk0 $non_clock_inputs
set_output_delay [expr $clk_period * $clk_io_pct] -clock clk0 [all_outputs]
### /design/flow/design.v
module sobolrng_core #(
    parameter BITWIDTH = 8
) (
    input wire iClk,  
    input wire iRstN,  
    input wire iEn,
    input wire iClr,
    input wire [BITWIDTH - 1: 0] iOneHot,  
    input wire [BITWIDTH*BITWIDTH - 1: 0] dirVec,
    output reg [BITWIDTH - 1: 0] oRand  
);
    wire [BITWIDTH * BITWIDTH - 1: 0] orVec;
    wire [BITWIDTH - 1: 0] vec;
    assign orVec[BITWIDTH - 1: 0] = iOneHot[0] ? dirVec[BITWIDTH - 1: 0] : 0;
    genvar i;
    generate 
        for(i = 1; i < BITWIDTH; i = i + 1) begin
            assign orVec[(i+1)*BITWIDTH-1:i*BITWIDTH] = orVec[i*BITWIDTH-1:(i-1)*BITWIDTH] | (iOneHot[i] ? dirVec[(i+1)*BITWIDTH-1 : i*BITWIDTH] : 0);
        end
    endgenerate
    assign vec = orVec[BITWIDTH*BITWIDTH - 1: (BITWIDTH-1)*BITWIDTH];
    always@(posedge iClk or negedge iRstN) begin
        if(~iRstN) begin
            oRand <= 0;
        end else begin
            if(iClr) begin
                oRand <= 0;
            end else begin
                if(iEn) begin
                    oRand <= oRand ^ vec;
                end else begin 
                    oRand <= oRand;
                end 
            end 
        end
    end
endmodule
module lsz # (
    parameter BITWIDTH = 4,
    parameter LOGBITWIDTH = $clog2(BITWIDTH)  
) (
    input wire [BITWIDTH - 1: 0] iGrey,  
    output wire [BITWIDTH - 1: 0] oOneHot,  
    output reg [LOGBITWIDTH - 1: 0] lszIdx  
);
    wire [BITWIDTH - 1: 0] tc;  
    genvar i;
    assign tc[0] = ~iGrey[0]; 
    generate 
        for (i = 1; i < BITWIDTH; i = i + 1) begin
            assign tc[i] = tc[i - 1] | ~iGrey[i];
        end
    endgenerate
    genvar j;
    assign oOneHot[0] = tc[0];
    generate 
        for(j = 1; j < BITWIDTH; j = j + 1) begin
            assign oOneHot[j] = tc[j - 1] ^ tc[j];
        end
    endgenerate
    always@(*) begin
        case(oOneHot)
            'd1 : lszIdx = 'd0;
            'd2 : lszIdx = 'd1;
            'd4 : lszIdx = 'd2;
            'd8 : lszIdx = 'd3;
            'd16 : lszIdx = 'd4;
            'd32 : lszIdx = 'd5;
            'd64 : lszIdx = 'd6;
            'd128 : lszIdx = 'd7;
            'd256 : lszIdx = 'd8;
            'd512 : lszIdx = 'd9;
            default : lszIdx = 'd0;
        endcase
    end
endmodule
module cntwithen #(
    parameter BITWIDTH = 4  
) (
    input wire iClk,  
    input wire iRstN,  
    input wire iEn, 
    input wire iClr, 
    output reg [BITWIDTH - 1:0] oCnt
);
    always@(posedge iClk or negedge iRstN) begin
        if(~iRstN) begin
            oCnt <= 0;
        end else begin
            if(iClr) begin
                oCnt <= 0;
            end else begin
                oCnt <= oCnt + iEn;
            end
        end
    end
endmodule
module sobolrng #(
    parameter BITWIDTH = 8
) (
    input wire iClk,  
    input wire iRstN,  
    input wire iEn, 
    input wire iClr, 
    output reg [BITWIDTH - 1: 0] sobolseq
);
    wire [BITWIDTH - 1: 0] cntNum;
    wire [BITWIDTH - 1: 0] oneHot;
    wire [BITWIDTH*BITWIDTH - 1: 0] dirVec;
    cntwithen #(
        .BITWIDTH(BITWIDTH)
    ) u_cntwithen (
        .iClk(iClk),
        .iRstN(iRstN),
        .iEn(iEn),
        .iClr(iClr),
        .oCnt(cntNum)
    );
    lsz #(
        .BITWIDTH(BITWIDTH)
    ) u_lsz (
        .iGrey(cntNum),
        .oOneHot(oneHot),
        .lszIdx()
    );
        assign dirVec[1*BITWIDTH-1 : 0*BITWIDTH] = 'd128;
        assign dirVec[2*BITWIDTH-1 : 1*BITWIDTH] = 'd64;
        assign dirVec[3*BITWIDTH-1 : 2*BITWIDTH] = 'd32;
        assign dirVec[4*BITWIDTH-1 : 3*BITWIDTH] = 'd16;
        assign dirVec[5*BITWIDTH-1 : 4*BITWIDTH] = 'd8;
        assign dirVec[6*BITWIDTH-1 : 5*BITWIDTH] = 'd4;
        assign dirVec[7*BITWIDTH-1 : 6*BITWIDTH] = 'd2;
        assign dirVec[8*BITWIDTH-1 : 7*BITWIDTH] = 'd1;
    sobolrng_core #(
        .BITWIDTH(BITWIDTH)
    ) u_sobolrng_core (
        .iClk(iClk),
        .iRstN(iRstN),
        .iEn(iEn),
        .iClr(iClr),
        .iOneHot(oneHot),
        .dirVec(dirVec),
        .oRand(sobolseq)
    );
endmodule
==> impl_report.txt <==
RUN METRICS
----------------------------------------------------
[Die]
  Area of the placeable core ........................ 6760 sq um
  Die Size ........................ roughly 11000 sq um
  Core Density at Floorplan ........................ approximately 11%
  Die extent in y ........................ 103 um
  # IOs ........................ 12
  FP Rows ........................ 30
  Die X-Extent ........................ between 100 and 150 um

[Pwr]
  IR Drop Worst-Case VDD ........................ between 0.0004 and 0.0005 V
  Pleak ........................ ~0.37 nW
  Sw Pwr ........................ 0.0981 mW
  Portion of total power attributed to combinational logic ........................ under 10%
  Total Power ........................ roughly 0.46 mW
  Internal Power ........................ 0.366 mW
  Sw frac ........................ a little over a fifth
  Sequential fraction of design power ........................ between 50% and 60%
  Clock Power Share ........................ between 40% and 50%
  Power density cells ........................ about 460 nW/um^2

[STA]
  WHS ........................ roughly 0.55 ns
  Setup Viol. Count Final ........................ 0
  Highest clock rate ........................ roughly 490 MHz
  Final-report max-slew violation count ........................ 0
  Post-layout period usage of the worst path ........................ between 70% and 80%
  Clock skew after layout ........................ around 0.0052 ns
  Unrepaired setup endpoints after global routing ........................ false
  Hold Violations, Final ........................ 0
  Tightest Pin Transition ........................ approximately 0.71 ns
  Final TNS setup ........................ 0 ns
  Max transition margin ........................ a little over half
  Time the worst path needs with I/O delays and setup ........................ a little over 2 ns

[Setup path]
  Setup slack, reg-to-reg ........................ approximately 1.3 ns
  Critical Path AT ........................ approximately 2.2 ns
  Data required time at the worst endpoint ........................ 3.07 ns
  Source of the worst register-to-register timing path ........................ u_cntwithen.oCnt[0]
  Type of element capturing the critical path ........................ flip-flop
  CP Class ........................ in2reg
  Largest driver fanout on the critical path ........................ 5
  Number of cells on the worst reg-to-reg path ........................ 5
  Reg-to-reg endpoint ........................ u_cntwithen.oCnt[6]
  Startpoint type of the worst setup path ........................ input port

[Place]
  Final estimated routing congestion in global placement ........................ just under 0.7
  HPWL Detailed ........................ about 1.1 mm
  Post-placement cell area ........................ roughly 950 sq um
  Post-placement cell count ........................ between 150 and 200
  Count of input and output buffers ........................ 11

[Global routing]
  Overall fraction of global-route tracks in use ........................ between 3 and 4%
  Wire length of the first global-routing pass ........................ around 2.6 mm
  Number of antenna violations at the first check in global routing ........................ 0
  Vias in the first global route ........................ 529
  Overflow after GRT ........................ 0
  Largest net degree at the start of global routing ........................ 17

[Clock tree]
  Post-cts hold buffer count ........................ 0
  CTS tree ........................ yes
  Clock input transition at the sequential cells of the worst setup and hold paths ........................ ~0.070 ns
  Clk root buf ........................ sky130_fd_sc_hd__clkbuf_8
  Clock latency on the worst-skew pair ........................ between 0.2 and 0.3 ns
  CTS HTree Levels ........................ 1
  Post-cts repair resize count ........................ 0
  Total number of clock tree sinks ........................ 16
  Number of buffers added by the clock tree synthesis step ........................ 3
  Number of buffers on the longest clock path ........................ 2
  Number of buffers inserted by post-CTS setup repair ........................ 0

[Cells and area]
  Fraction of final layout cells with drive strength greater than 1 ........................ a little over a tenth
  Synthesis-to-layout area growth ........................ 33.8%
  Number of non-filler instances in the completed layout ........................ 164
  Final Cell Area ........................ ~1000 sq um

[Synthesis]
  Synth Area per Inst ........................ approximately 11 sq um
  Library cells used by synthesis ........................ 22
  Number of cells in Yosys stat ........................ just over 70
  Warnings, synthesis ........................ 3
  Register bit count reported by yosys ........................ 16
  Instance tally after logic synthesis ........................ ~70
  Mapped cell area ........................ roughly 750 sq um
  Register area share after synthesis ........................ a little over half
  Chip area line of the yosys report ........................ 752 sq um

[Route]
  Vias post-DR ........................ 567
  First-pass iteration count of the detailed router ........................ 2
  Count of routing violations after the opening detailed-route iteration ........................ 41
  Wire length per cell after detailed routing ........................ 9.80 um
  Number of antenna cells inserted ........................ 0
  Via/cell ratio ........................ 3.46
  Final WL ........................ about 1.6 mm
  Post-route antenna net violation count ........................ 0
  Detailed-route DRC error count ........................ 0

[Worst hold path]
  Start point of the worst min-delay path ........................ u_sobolrng_core.oRand[0]
  Hold crit path type ........................ reg2reg
  Instance count along the most critical hold path ........................ 2
  Worst Hold End ........................ u_sobolrng_core.oRand[0]

[Run status]
  Outcome ........................ completed

[Flow run]
  Max-capacitance violation count ........................ 0
  Number of warning messages in the logs ........................ 25

----------------------------------------------------
[power by group through the flow]
stage / logic [mW] / clock network, mW / registers, mW
after CTS: 0.0320 / 0.204 / 0.236
after global routing: 0.0355 / 0.217 / 0.237
final: 0.0308 / 0.197 / 0.236
[cell type report]
class	instances	area [sq um]
repair buffers	11	110
fillers	772	5750
well taps	80	100
multi-input cells	53	340
flip-flops and latches	16	400
clock buffers	4	55.1
[state kept, by name, summed over array words and instances (netlist names)]
name	count
u_sobolrng_core.oRand	8
u_cntwithen.oCnt	8
[through the flow]
| step | util, % | worst slack [ns] |
|---|---|---|
| floorplan | - | 1.30 |
| global placement | 14.1 | 0.654 |
| detailed placement | 14.1 | 0.592 |
| CTS | 14.9 | 0.854 |
| global route | 14.9 | 0.740 |
| finish | 14.9 | 0.861 |
[per-layer routing]
layer	part of all wire, %	wire (um)	global-route usage, %	vias to the layer above
met5	0	0	0	-
met4	0	0	0.107	0
met3	7.5	120	1.62	0
met2	39	632	4.19	13
met1	53	855	4.61	271
li1	-	-	-	283
[worst max path at each step]
stage	from	end	slack [ns]	depth (start not counted)
6_report	iEn	u_cntwithen.oCnt[6]	0.86	6
5_1_grt	iEn	u_cntwithen.oCnt[6]	0.74	6
4_1_cts	iEn	u_cntwithen.oCnt[6]	0.85	6
[synthesized netlist by cell type (all sizes together)]
cell | count | area, sq um
or3 | 6 | 41.3
nor2 | 5 | 18.8
or2b | 1 | 7.51
nor2b | 3 | 18.8
o21ai | 6 | 30.0
buf | 1 | 7.51
ha | 2 | 25.0
nand4b | 1 | 8.76
nand3 | 3 | 20.0
nand2b | 1 | 6.26
o31ai | 3 | 22.5
dfrtp | 16 | 400
or4 | 3 | 22.5
nand2 | 3 | 11.3
clkbuf | 1 | 3.75
xnor2 | 2 | 17.5
nand4 | 2 | 18.8
a21oi | 9 | 45.0
xor2 | 3 | 26.3
[cell usage in the layout (no fill, tap or decap), types with 2 or more instances in the layout]
master | synthesis | final
sky130_fd_sc_hd__dfrtp_1 | 16 | 16
sky130_fd_sc_hd__or3_1 | 3 | 3
sky130_fd_sc_hd__xnor2_1 | 2 | 2
sky130_fd_sc_hd__a21oi_1 | 9 | 9
sky130_fd_sc_hd__nand3_1 | 2 | 2
sky130_fd_sc_hd__o31ai_1 | 3 | 3
sky130_fd_sc_hd__nand2_1 | 3 | 3
sky130_fd_sc_hd__clkbuf_8 | 0 | 4
sky130_fd_sc_hd__ha_1 | 2 | 2
sky130_fd_sc_hd__o21ai_0 | 6 | 6
sky130_fd_sc_hd__or4_1 | 3 | 3
sky130_fd_sc_hd__clkdlybuf4s50_1 | 0 | 11
sky130_fd_sc_hd__or3_2 | 3 | 3
sky130_fd_sc_hd__nor2b_1 | 3 | 3
sky130_fd_sc_hd__xor2_1 | 3 | 3
sky130_fd_sc_hd__nor2_1 | 5 | 5
[worst max-delay path, cell delays in order]
cell	delay [ns]
sky130_fd_sc_hd__clkdlybuf4s50_1	0.56
sky130_fd_sc_hd__ha_1	0.23
sky130_fd_sc_hd__ha_1	0.21
sky130_fd_sc_hd__nand2_1	0.07
sky130_fd_sc_hd__or3_2	0.41
sky130_fd_sc_hd__a21oi_1	0.15
[logic make-up after synthesis]
logic type,synth area share [%]
simple gates,23.1
xor+xnor,5.82
flops,53.2
fa+ha+maj,3.33
buf+inv,1.50
compound gates,13.0
Power and IR drop assume default switching activity.
